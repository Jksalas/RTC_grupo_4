### ./config.mk
export PLATFORM = sky130hd
export DESIGN_NAME = ControlUsuario
export DESIGN_NICKNAME = ControlUsuario
export VERILOG_FILES = /design/flow/design.v
export SDC_FILE = /design/flow/constraint.sdc
export NUM_CORES = 4
export LEC_CHECK = 1
export CORE_UTILIZATION = 30
### ./constraint.sdc
current_design ControlUsuario

set clk_period 5.0
set clk_io_pct 0.2

create_clock -name clk0 -period $clk_period [get_ports {clk}]

set non_clock_inputs [all_inputs -no_clocks]
set_input_delay [expr $clk_period * $clk_io_pct] -clock clk0 $non_clock_inputs
set_output_delay [expr $clk_period * $clk_io_pct] -clock clk0 [all_outputs]
### ./design.v
`timescale 1ns / 1ps
module ControlUsuario (
	input clk, reset, BTNP, BTNR, BTNL, BTNU, BTND, CTRL_Switch,  
	input [1:0] mstate,
	output reg [3:0] state, dir ,  
	output reg [7:0] diaw, mesw, annow, rhoraw, rminw, rsegw, thoraw, tminw, tsegw
	) ;
reg [3:0] next_state;
parameter [3:0] P0 = 4'b0000;  
parameter [3:0] RoT = 4'b0001;  
parameter [3:0] Rrst = 4'b0010;  
parameter [3:0] Rdia = 4'b0011;  
parameter [3:0] Rmes = 4'b0100;  
parameter [3:0] Ranno = 4'b0101;  
parameter [3:0] Rhora = 4'b0110;  
parameter [3:0] Rmin = 4'b0111;  
parameter [3:0] Rseg = 4'b1000;  
parameter [3:0] Trst = 4'b1001;  
parameter [3:0] Thora = 4'b1010;  
parameter [3:0] Tmin = 4'b1011;  
parameter [3:0] Tseg = 4'b1100;  
parameter [3:0] A = 4'b1101;
	always @* begin  
		case(state)
			P0: next_state = (((mstate == 2'b10) || (mstate == 2'b11)) && (BTNP == 1'b0)) ? RoT:P0;  
			RoT: next_state = CTRL_Switch ? Trst: Rrst;
			Rrst: next_state = Rdia;
			Rdia: if (BTNP)
						next_state = P0;
					else if (BTNR)
						next_state = Rmes;
					else if (BTNL)
						next_state = Rseg;
					else
						next_state = Rdia;
			Rmes: if (BTNP)
						next_state = P0;
					else if (BTNR)
						next_state = Ranno;
					else if (BTNL)
						next_state = Rdia;
					else
						next_state = Rmes;
			Ranno: if (BTNP)
						next_state = P0;
					else if (BTNR)
						next_state = Rhora;
					else if (BTNL)
						next_state = Rmes;
					else
						next_state = Ranno;
			Rhora: if (BTNP)
						next_state = P0;
					else if (BTNR)
						next_state = Rmin;
					else if (BTNL)
						next_state = Ranno;
					else
						next_state = Rhora;
			Rmin: if (BTNP)
						next_state = P0;
					else if (BTNR)
						next_state = Rseg;
					else if (BTNL)
						next_state = Rhora;
					else
						next_state = Rmin;
			Rseg: if (BTNP)
						next_state = P0;
					else if (BTNR)
						next_state = Rdia;
					else if (BTNL)
						next_state = Rmin;
					else
						next_state = Rseg;
			Trst: next_state = Thora;
			Thora: if (BTNP)
						next_state = P0;
					else if (BTNR)
						next_state = Tmin;
					else if (BTNL)
						next_state = Tseg;
					else
						next_state = Thora;
			Tmin: if (BTNP)
						next_state = P0;
					else if (BTNR)
						next_state = Tseg;
					else if (BTNL)
						next_state = Thora;
					else
						next_state = Tmin;
			Tseg: if (BTNP)
						next_state = P0;
					else if (BTNR)
						next_state = Thora;
					else if (BTNL)
						next_state = Tmin;
					else
						next_state = Tseg;
			default: next_state = P0;
		endcase
	end
	always @(posedge clk, posedge reset)
		if (reset)
			{diaw, mesw, annow, rhoraw, rminw, rsegw, thoraw, tminw, tsegw, dir} = {8'h0,8'h0,8'h0,8'h0,8'h0,8'h0,8'h0,8'h0,8'h0,4'h0} ;
		else begin
		{diaw, mesw, annow, rhoraw, rminw, rsegw, thoraw, tminw, tsegw, dir} = {diaw, mesw, annow, rhoraw, rminw, rsegw, thoraw, tminw, tsegw, dir} ;
		case(state)
		   P0:{diaw, mesw, annow, rhoraw, rminw, rsegw, thoraw, tminw, tsegw, dir} = {diaw, mesw, annow, rhoraw, rminw, rsegw, thoraw, tminw, tsegw, dir} ;
			Rrst: {diaw, mesw, annow, rhoraw, rminw, rsegw, dir} = {8'h1, 8'h1, 8'h0, 8'h0, 8'h0, 8'h0, 4'h0 } ;
			Rdia: begin
					dir = 4'h3;
					if (BTNU)
						if (diaw == 8'h31)
							diaw = 8'h1;
						else if (diaw[3:0] == 4'h9)
							diaw = diaw + 8'h7;
						else
							diaw = diaw + 8'h1;
					else
						if (BTND)
							if (diaw == 8'h0)
								diaw = 8'h31;
							else if (diaw[3:0] == 4'h0)
								diaw = diaw - 8'h7;
							else
							diaw = diaw - 8'h1;
					end
			Rmes: begin
					dir = 4'h4;
					if (BTNU)
						if (mesw == 8'h12)
							mesw = 8'h1;
						else if (mesw[3:0] == 4'h9)
							mesw = mesw + 8'h7;
						else
							mesw = mesw + 8'h1;
					else if (BTND)
						if (mesw == 8'h1)
							mesw = 8'h12;
						else if (mesw[3:0] == 4'h0)
							mesw = mesw - 8'h7;
						else
							mesw = mesw - 8'h1;
					end
			Ranno: begin
					dir = 4'h5;
					if (BTNU)
						if (annow == 8'h99)
							annow = 8'h0;
						else if (annow[3:0] == 4'h9)
							annow = annow + 8'h7;
						else
							annow = annow + 8'h1;
					else if (BTND)
						if (annow == 8'h0)
							annow = 8'h99;
						else if (annow[3:0] == 4'h0)
							annow = annow - 8'h7;
						else
							annow = annow - 8'h1;
					end
			Rhora:begin
					dir = 4'h0;
					if (BTNU)
						if (rhoraw == 8'h23)
							rhoraw = 8'h0;
						else if (rhoraw[3:0] == 4'h9)
							rhoraw = rhoraw + 8'h7;
						else
							rhoraw = rhoraw + 8'h1;
					else if (BTND)
						if (rhoraw == 8'h0)
							rhoraw = 8'h23;
						else if (rhoraw[3:0] == 4'h0)
							rhoraw = rhoraw - 8'h7;
						else
							rhoraw = rhoraw - 8'h1;
					end
			Rmin: begin
					dir = 4'h1;
					if (BTNU)
						if (rminw == 8'h59)
							rminw = 8'h0;
						else if (rminw[3:0] == 4'h9)
							rminw = rminw + 8'h7;
						else
							rminw = rminw + 8'h1;
					else if (BTND)
						if (rminw == 8'h0)
							rminw = 8'h59;
						else if (rminw[3:0] == 4'h0)
							rminw = rminw - 8'h7;
						else
							rminw = rminw - 8'h1;
					end
			Rseg: begin
					dir = 4'h2;
					if (BTNU)
						if (rsegw == 8'h59)
							rsegw= 8'h0;
						else if (rsegw[3:0] == 4'h9)
							rsegw = rsegw + 8'h7;
						else
							rsegw = rsegw + 8'h1;
					else if (BTND)
						if (rsegw == 8'h0)
							rsegw = 8'h59;
						else if (rsegw[3:0] == 4'h0)
							rsegw = rsegw - 8'h7;
						else
							rsegw = rsegw - 8'h1;
					end
			Trst: {thoraw, tminw, tsegw, dir} = {8'b0, 8'b0, 8'b0, 4'h0} ;
			Thora: begin
					dir = 4'h6;
					if (BTNU)
						if (thoraw == 8'h23)
							thoraw = 8'h0;
						else if (thoraw[3:0] == 4'h9)
							thoraw = thoraw + 8'h7;
						else
							thoraw = thoraw + 8'h1;
					else if (BTND)
						if (thoraw == 8'h0)
							thoraw = 8'h23;
						else if (thoraw[3:0] == 4'h0)
							thoraw = thoraw - 8'h7;
						else
							thoraw = thoraw - 8'h1;
					end
			Tmin: begin
					dir = 4'h7;
					if (BTNU)
						if (tminw == 8'h59)
							tminw = 8'h0;
						else if (tminw[3:0] == 4'h9)
							tminw = tminw + 8'h7;
						else
							tminw = tminw + 8'h1;
					else if (BTND)
						if (tminw == 8'h0)
							tminw = 8'h59;
						else if (tminw[3:0] == 4'h0)
							tminw = tminw - 8'h7;
						else
							tminw = tminw - 8'h1;
					end
			Tseg: begin
					dir = 4'h8;
					if (BTNU)
						if (tsegw == 8'h59)
							tsegw= 8'h0;
						else if (tsegw[3:0] == 4'h9)
							tsegw = tsegw + 8'h7;
						else
							tsegw = tsegw + 8'h1;
					else if (BTND)
						if (tsegw == 8'h0)
							tsegw = 8'h59;
						else if (tsegw[3:0] == 4'h0)
							tsegw = tsegw - 8'h7;
						else
							tsegw = tsegw - 8'h1;
					end
			A: {diaw, mesw, annow, rhoraw, rminw, rsegw, thoraw, tminw, tsegw,dir} = {8'hff, 8'hff, 8'hff, 8'hff, 8'hff, 8'hff, 8'hff, 8'hff, 8'hff , 4'hf} ;
			default: {diaw, mesw, annow, rhoraw, rminw, rsegw, thoraw, tminw, tsegw, dir} = {8'h1, 8'h1, 8'h0, 8'h0, 8'h0, 8'h0, 8'h0, 8'h0, 8'h0, 4'h0 } ;  
		endcase
	end
	always @(posedge clk, posedge reset)
		begin
			if (reset)
				state <= P0;
			else
				state <= next_state;
		end
endmodule
### ./run.sh
#!/bin/bash
# OpenROAD 26Q1-2900-gdf79404cd8, Yosys 0.63+post, stock flow scripts
make -C /OpenROAD-flow-scripts/flow DESIGN_CONFIG=/design/flow/config.mk WORK_HOME=/design/flow/orfs finish
==> results.cfg <==
; physical design summary
[setup_path]
critPathCapture = tminw[5]
start_kind = register
rr_worst_depth = 8
r2r-end = tminw[5]
r2r_start = tminw[0]
crit_type = reg -> reg
cp_max_fo = 15
cp-startpoint = tminw[0]
critPathRequiredTime_ns = 5.23
worstPathArrival_ns = 3.37
rrSetupSlack_ns = 1.87
end_kind = register

[synthesis]
synth_xor_xnor_area_share_pct = 4.48
syn_area_um2 = 7830
synthDistinctLibCells = 80
adder_share_pct = 4.00
synth-area-yosys_um2 = 7830
syn_area_per_cell_um2 = 7.57
postSynthSeqShare_pct = 25.6
yosys_warnings = 1
muxShareOfSynthArea_pct = 2.93
synth_flops = 80
synth-edff-count = 0
flop_cell = dfrtp_1
logic_family = AND-OR/OR-AND gates
post_synth_ao_oa_area_fraction_pct = 31.6
synthCells = 1034
synth-simple-area-share_pct = 24.8
async_flop_share_pct = 100
ys_cells = 1034

[floorplanning]
die-width_um = 164
die_area_um2 = 26700
fp_util_pct = 30.8
ioPinCount = 90
core-area_um2 = 25400
die_y_um = 164
rows = 58

[timing]
finalMaxSlewViolations = 0
hold_ws_ns = 0.608
fmax_mhz = 319
fin_worst_skew_ns = 0.00589
finalSetupViolCount = 0
relSlewSlack_pct = 40.5
period_used_pct = 62.7
period_minus_slack_ns = 3.13
final_hold_viol_count = 0
rsz0062_at_grt = no
fin_tns_setup_ns = 0
tightest_slew_ns = 0.882

[power]
power_uw = 5340
p_per_area_nw_per_um2 = 583
max-vdd-ir-drop_uv = 247
p_leak_uw = 0.00360

[grt]
grt_max_degree = 60
track_usage_pct = 18.1
gr-total-overflow = 0
top_usage_layer = met1
met3_usage_pct = 2.46
grt_pass1_vias = 7281
met2_usage_pct = 26.5
grt_pass1_wl_um = 38900
use_met1_pct = 28.7
antenna_found_initial = 0

[clock_network]
clk_pin_slew_ns = 0.06
cts.sinks = 80
clk_path_buf_depth = 2
cts.repair.resized = 0
cts_made_buffers = 9
cts_root_buf = clkbuf_16
clkLatencyLatePin_ns = 0.35
cts_hold_buf = 0
cts_tree = done
h-tree-depth = 3
cts_setup_buffers = 0

[layout]
seq_area_um2 = 2000
area_growth_pct = 17.0
layout-drive-gt1-share_pct = 4.92
fillers = 2549
mi_logic_area_um2 = 5320

[routing]
vias = 8042
via_per_inst = 5.80
wl_um = 23700
first_pass_iters = 5
drc = 0
final_antenna_net_count = 0
n_antenna_cell = 0
post_drt_wl_per_cell_um = 17.1
drt-initial-drc-count = 729

[min_path]
hold_class = reg -> reg

[run]
warning_count = 31
timing.max_cap.violations = 0

[placed_design]
place.gp.congestion = 0.934
port_buffers = 88
place_hpwl_um = 16400

[status]
outcome = finished, final reports clean
[power breakdown]
group	total [uW]	switching [uW]	internal, uW
clock	714	279	435
sequential	1430	582	849
combinational	3190	1660	1530
[through the flow]
stage	util, %	setup slack, ns	std cells	cell area [um^2]
after global placement	34.8	1.80	1372	8850
after global routing	36.1	1.61	1387	9160
after detailed placement	34.8	1.71	1372	8850
after floorplan	-	1.95	1034	7830
after CTS	36.1	1.87	1387	9160
final	36.1	1.87	1387	9160
[cell usage in the layout, fill, tap and decap left out, types with 9 or more instances in the layout]
cell             instances
a21oi_1                 75
a211oi_1                11
nor3_1                  28
a221o_1                 10
nor2_1                  90
clkbuf_16                9
nand3_1                 30
o22ai_1                 15
nand4_1                 12
nand2b_1                11
xnor2_1                 27
o21bai_1                10
mux2i_1                 15
and3_1                  11
nand2_1                 74
xor2_1                  13
dfrtp_1                 80
and2_1                   9
inv_1                   34
or4_1                    9
a22oi_1                  9
a31oi_1                 21
nor2b_1                 23
buf_4                   14
o21ai_0                 83
clkdlybuf4s50_1         87
nor4_1                  13
o211ai_1                19
a221oi_1                11
a21o_1                  12
ha_1                    25
o21a_1                   9
[cells by family after synthesis]
kind of cell | Yosys count
xor+xnor | 40
fa+ha+maj | 25
simple gates | 368
mux | 22
compound gates | 369
flops | 80
buf+inv | 130
[layer usage]
layer  wire (um)  share of wire (%)
met3        1410                5.9
met1       11600                 49
met2       10200                 43
met4         417                1.8
met5           0                  0
[how the worst min path moves through the flow]
stage	startpoint	to	slack [ns]	cells past startpoint
CTS	dir[3]	dir[3]	0.62	2
global route	rminw[7]	rminw[7]	0.65	1
finish	dir[3]	dir[3]	0.61	2
[worst max-delay path, stage by stage (launching register included)]
cell and delay (ns):
dfrtp_1 0.54, nor4_1 0.64, inv_1 0.14, ha_1 0.33
a21o_1 0.21, a2111oi_0 0.49, mux2i_1 0.24, o21ai_0 0.10
a221o_1 0.31
[cells in the mapped netlist (13+ instances only)]
master / count / share of area, %
inv_1: 35 / 1.7
nor3_1: 28 / 1.8
nor4_1: 13 / 1.0
o21ai_0: 83 / 5.3
nand3_1: 30 / 1.9
dfrtp_1: 80 / 26
buf_2: 13 / 0.83
o22ai_1: 15 / 1.2
ha_1: 25 / 4.0
clkbuf_1: 67 / 3.2
nor2b_1: 23 / 1.8
xor2_1: 13 / 1.5
o211ai_1: 19 / 1.8
a21oi_1: 75 / 4.8
nor2_1: 91 / 4.4
nand2_1: 74 / 3.5
mux2i_1: 15 / 1.9
xnor2_1: 27 / 3.0
a31oi_1: 21 / 1.7
[cell type report]
class	instances	share of cell area, %
inverter	37	1.53
tap	330	4.51
sequential	80	21.9
timing repair buffer	101	10.7
multi-input combinational	824	58.0
clock inverter	5	0.902
clock buffer	10	2.50
