==> flow/design.v <==
`timescale 1ns / 1ps
module SELECCIONADOR_RGB(
    input clk,
    input wire video_on,reset,
    input wire [9:0] pix_x,pix_y,
    input wire [11:0] rgb_numero_hora,rgb_numero_fecha,rgb_numero_timer,
    input wire [11:0] rgb_ring,rgb_letra,rgb_bordes,rgb_simbolo,
    output wire [11:0] rgb_screen,
    output reg okh,okf,okt,oksimbolo,okring
    );
    wire hour1on,hour2on,hour3on;
    wire date1on,date2on,date3on;
    wire timer1on,timer2on,timer3on;
    assign hour1on=(192<=pix_x) && (pix_x<=255) &&(64<=pix_y) && (pix_y<=127);
    assign hour2on=(320<=pix_x) && (pix_x<=383) &&(64<=pix_y) && (pix_y<=127);
    assign hour3on=(448<=pix_x) && (pix_x<=511) &&(64<=pix_y) && (pix_y<=127);
    assign date1on=(160<=pix_x) && (pix_x<=223) &&(192<=pix_y) && (pix_y<=255);
    assign date2on=(320<=pix_x) && (pix_x<=383) &&(192<=pix_y) && (pix_y<=255);
    assign date3on=(480<=pix_x) && (pix_x<=543) &&(192<=pix_y) && (pix_y<=255);
    assign timer1on=(192<=pix_x) && (pix_x<=255) &&(320<=pix_y) && (pix_y<=383);
    assign timer2on=(320<=pix_x) && (pix_x<=383) &&(320<=pix_y) && (pix_y<=383);
    assign timer3on=(448<=pix_x) && (pix_x<=511) &&(320<=pix_y) && (pix_y<=383);
  wire barrafecha_on;
  wire ruedaon1_on;
assign barrafecha_on=((416<=pix_x) && (pix_x<=423) && (192<=pix_y) && (pix_y<=255))|(
  (256<=pix_x) && (pix_x<=263) && (192<=pix_y) && (pix_y<=255));
assign ruedaon1_on= ((280<=pix_x) && (pix_x<=287) && ((64<=pix_y) && (pix_y<=127)|(320<=pix_y) && (pix_y<=383)))|
  ((416<=pix_x) && (pix_x<=423) && ((64<=pix_y) && (pix_y<=127)|(320<=pix_y) && (pix_y<=383)));
    wire fecha_word,hora_word,timer_word;
    assign fecha_word=(48<=pix_x) && (pix_x<=127) &&(192<=pix_y) && (pix_y<=223);
    assign hora_word=(64<=pix_x) && (pix_x<=127) &&(64<=pix_y) && (pix_y<=95);
    assign timer_word=(64<=pix_x) && (pix_x<=143) &&(320<=pix_y) && (pix_y<=351);
    wire ring_word;
    assign ring_word=(576<=pix_x) && (pix_x<=623) &&(320<=pix_y) && (pix_y<=383);
     reg [11:0] rgb_screenreg;
always@(posedge clk)
    if(reset) begin
        rgb_screenreg<=0;
        okf<=0;
        oksimbolo<=0;
        okh<=0;
        okt<=0;
		    okring<=0;
    end
    else begin
            		if(~video_on)
            			rgb_screenreg<=0;
            		else begin
              		if  (hour1on | hour2on | hour3on ) begin
              				rgb_screenreg <= rgb_numero_hora;
                      okh<=1;end
                  else if ( date1on | date2on | date3on )begin
              				rgb_screenreg <= rgb_numero_fecha;
                      okf<=1;end
                  else if ( timer1on | timer2on | timer3on) begin
              				rgb_screenreg <= rgb_numero_timer;
                      okt<=1;end
              		else if(fecha_word | hora_word | timer_word)
              				rgb_screenreg <= rgb_letra;
                  else if (barrafecha_on | ruedaon1_on ) begin
              				rgb_screenreg <= rgb_simbolo;oksimbolo<=1;end
                  else if(ring_word) begin
                  			rgb_screenreg <= rgb_ring;
                        okring<=1;
                        end
                  else
                    rgb_screenreg <= rgb_bordes;
                  end
            end
 assign rgb_screen=rgb_screenreg;
endmodule
==> flow/run.sh <==
#!/bin/bash
# OpenROAD 26Q1-2900-gdf79404cd8, Yosys 0.63+post, stock flow scripts
make -C /OpenROAD-flow-scripts/flow DESIGN_CONFIG=/design/flow/config.mk WORK_HOME=/design/flow/orfs finish
==> flow/config.mk <==
export PLATFORM = sky130hd
export DESIGN_NAME = SELECCIONADOR_RGB
export DESIGN_NICKNAME = SELECCIONADOR_RGB
export VERILOG_FILES = /design/flow/design.v
export SDC_FILE = /design/flow/constraint.sdc
export NUM_CORES = 4
export LEC_CHECK = 1
export CORE_UTILIZATION = 30
==> flow/constraint.sdc <==
current_design SELECCIONADOR_RGB

set clk_period 3.4
set clk_io_pct 0.2

create_clock -name clk0 -period $clk_period [get_ports {clk}]

set non_clock_inputs [all_inputs -no_clocks]
set_input_delay [expr $clk_period * $clk_io_pct] -clock clk0 $non_clock_inputs
set_output_delay [expr $clk_period * $clk_io_pct] -clock clk0 [all_outputs]
==> load_flow_metrics.sql <==
-- metrics for the results database
INSERT INTO impl_metrics (metric_group, metric, value, unit) VALUES
('drt', 'route.detailed.drc', '0', ''),
('global_routing', 'grt_util_all_layers', '20.7', '%'),
('pwr', 'static-leakage-power', '0.990', 'nW'),
('yosys', 'yosysSeqAreaShare', '24.5', '%'),
('yosys', 'synthTopLogicFamily', 'AND-OR/OR-AND gates', ''),
('yosys', 'synth_cells', '154', ''),
('worst_setup_path', 'worst_ep_required_time', '3530', 'ps'),
('global_routing', 'gr_overflow_total', '0', ''),
('drt', 'first_iter_violations', '58', ''),
('cts', 'numCtsBuffers', '3', ''),
('worst_setup_path', 'slowest_stage', 'clkdlybuf4s50_1', ''),
('yosys', 'ys_ff', '17', ''),
('final_timing', 'rsz_0062_raised_after_global_routing', 'false', ''),
('global_routing', 'grt_pass1_vias', '1610', ''),
('worst_setup_path', 'cpPeakStageDelay', '510', 'ps'),
('final_timing', 'final_max_slew_viol_count', '0', ''),
('yosys', 'synth_area', '1390', 'sq um'),
('cts', 'clk_root_buffer_cell', 'clkbuf_8', ''),
('drt', 'detail_route.wirelength', '5.07', 'mm'),
('cts', 'clock_sink_count', '17', ''),
('final_timing', 'final_hold_viol_count', '0', ''),
('yosys', 'avg_cell_area_syn', '9.03', 'sq um'),
('cts', 'cts_tree', 'done', ''),
('worst_setup_path', 'crit_fanout', '13', ''),
('die', 'placeableCoreArea', '4410', 'sq um'),
('die', 'die_width', '70.1', 'microns'),
('drt', 'num_vias', '1664', ''),
('yosys', 'synth_adder_area_share', '0', '%'),
('placed_design', 'io_buffer_count', '115', ''),
('layout', 'area_delta_synth_final', '94.9', '%'),
('pwr', 'power-per-cell-area', '205', 'nW/um^2'),
('global_routing', 'grt_antenna_before_repair', '0', ''),
('yosys', 'mux_share', '21.5', '%'),
('die', 'std_cell_rows', '24', ''),
('drt', 'num_antenna_cells', '0', ''),
('final_timing', 'fin_crit', '2900', 'ps'),
('worst_setup_path', 'worst-endpoint-arrival', '3030', 'ps'),
('yosys', 'ys_cells', '154', ''),
('worst_setup_path', 'rr_endpoint', 'okt', ''),
('cts', 'post_cts_hold_buffer_count', '0', ''),
('cts', 'postCtsSetupRepairBufs', '0', ''),
('cts', 'post_cts_resize_count', '0', ''),
('worst_setup_path', 'startpoint_type', 'input pin', ''),
('yosys', 'yosysWarningCount', '1', ''),
('final_timing', 'tns', '0', 'ps'),
('final_timing', 'hold_slack', '469', 'ps'),
('global_routing', 'grt_start_max_net_pins', '14', ''),
('pwr', 'vdd_drop_max', '122', 'uV'),
('cts', 'h-tree-depth', '1', ''),
('outcome', 'outcome', 'finished clean', ''),
('die', 'io_pins', '124', ''),
('drt', 'post_drt_via_cell_ratio', '5.09', ''),
('final_timing', 'tightest_pin_transition', '485', 'ps'),
('drt', 'postRouteAntennaNets', '0', ''),
('yosys', 'post_synth_arst_share', '0', '%'),
('final_timing', 'finalClockSkew', '0', 'ps'),
('global_routing', 'first_pass_grt_wire_length', '7.95', 'mm'),
('yosys', 'synthFlopType', 'dfxtp_1', ''),
('final_timing', 'setup_viol', '0', ''),
('run', 'warnings', '34', ''),
('die', 'die_y_size', '70.1', 'microns'),
('final_timing', 'max-slew-margin-rel', '67.4', '%'),
('yosys', 'synthDistinctLibCells', '41', ''),
('yosys', 'xor_area_share', '0', '%'),
('drt', 'post_drt_wl_per_cell', '15.5', 'microns'),
('min_path', 'worst_hold_path_stage_count', '2', ''),
('worst_setup_path', 'setup.reg_to_reg.worst_slack', '2810', 'ps'),
('final_timing', 'fmax', '344', 'MHz'),
('yosys', 'synth_compound_gate_area_share', '24.6', '%'),
('placed_design', 'post-dp-hpwl', '3.99', 'mm'),
('worst_setup_path', 'timing.critical_path.to_type', 'register', '');
## cells in the final DEF (no fill, tap or decap), drive strengths merged, types with 2 or more instances in the layout
cell           synthesis  final
o221ai                12     12
nor2                  17     17
nor2b                  2      2
nor4                   6      6
a211oi                 2      2
dfxtp                 17     17
inv                    3      3
nor3b                  2      2
buf                    7     15
or2                    2      2
a22oi                 12     12
o21ai                  2      2
mux2                  23     23
clkbuf                 6      4
nand2                  5      5
clkdlybuf4s50          0    115
a21oi                  3      3
nor4b                  5      5
o22ai                 13     13
## cells in the mapped netlist, types with 2 or more instances
cell       n  area, sq um
a211oi_1   2         15.0
a21oi_1    3         15.0
a22oi_1   12         90.1
buf_2      4         20.0
buf_6      2         22.5
clkbuf_1   6         22.5
dfxtp_1   17          340
inv_1      3         11.3
mux2_1     3         33.8
mux2_2    12          135
mux2_4     8          120
nand2_1    5         18.8
nor2_1     9         33.8
nor2_2     8         50.1
nor2b_1    2         12.5
nor3b_1    2         15.0
nor4_1     5         31.3
nor4b_1    4         35.0
o21ai_0    2         10.0
o221ai_1  12          105
o22ai_1   13         81.3
## flip-flops by register name (all words and copies together), names as in the netlist
register / cells
oksimbolo: 1
okh: 1
okring: 1
rgb_screenreg: 12
okt: 1
okf: 1
## critical path: cells and delay by family
kind | cells | cell delay [ps]
buf+inv | 2 | 740
simple gates | 4 | 1170
mux | 1 | 350
compound gates | 1 | 90
## cells by family after synthesis
logic type | count (synthesis)
DFF | 17
and+or+nand+nor | 50
muxes | 24
AOI/OAI and AO/OA | 47
buffers and inverters | 16
## report_power, final
part           switching, mW  leakage, nW  internal (mW)  total, mW
combinational         0.0543        0.829          0.145      0.200
sequential           0.00168        0.139          0.206      0.208
clock                 0.0661       0.0228         0.0830      0.149
total                  0.122        0.990          0.434      0.557
## worst max-delay path by stage
stage / start / endpoint / slack, ps / cells after the start
finish: pix_y[6] / rgb_screenreg[5] / 500 / 8
global route: pix_y[7] / rgb_screenreg[2] / 360 / 9
CTS: pix_y[6] / rgb_screenreg[5] / 500 / 8
## per-layer routing
layer	routed length, microns	vias to the layer above	track usage, %
li1	-	855	-
met5	0	-	0
met2	2500	48	34.1
met4	34	0	1.56
met3	199	2	2.34
met1	2340	759	30.9
## per-stage QoR
step	utilization, %	worst slack, ps	instances	power, mW	area [sq um]
floorplan	-	945	154	0.267	1390
finish	61.4	495	327	0.557	2710
global placement	60.4	241	323	0.411	2670
global route	61.4	364	327	0.584	2710
CTS	61.4	500	327	0.560	2710
detailed placement	60.4	242	323	0.411	2670
## area by class of cell
class                      count  area, sq um  share of cell area (%)
timing repair buffer         130         1260                    46.6
sequential                    17          340                    12.6
multi-input combinational    121          986                    36.4
clock buffer                   4         45.0                    1.66
inverter                       3         11.3                   0.415
tap                           52         65.1                    2.40
Power and IR drop assume default switching activity.
